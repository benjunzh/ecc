==> /design/flow/design.v <==
`timescale 1ns / 1ps 
module select5to1(
           SEL,
           A,
           B,
           C,
           D,
           E,
           OUT
       );
parameter N = 233;  
input [2: 0] SEL;
input [N - 1 : 0] A;
input [N - 1 : 0] B;
input [N - 1 : 0] C;
input [N - 1 : 0] D;
input [N - 1 : 0] E;
output [N - 1 : 0] OUT;
assign OUT = (SEL == 3'b000) ? E : (SEL == 3'b001) ? D : (SEL == 3'b010) ? C : (SEL == 3'b011) ? B:A;
endmodule
==> /design/flow/run.sh <==
#!/bin/bash
# OpenROAD 26Q1-2900-gdf79404cd8, Yosys 0.63+post, stock flow scripts
make -C /OpenROAD-flow-scripts/flow DESIGN_CONFIG=/design/flow/config.mk WORK_HOME=/design/flow/orfs finish
==> /design/flow/config.mk <==
export PLATFORM = sky130hd
export DESIGN_NAME = select5to1
export DESIGN_NICKNAME = select5to1
export VERILOG_FILES = /design/flow/design.v
export SDC_FILE = /design/flow/constraint.sdc
export NUM_CORES = 4
export LEC_CHECK = 1
export CORE_AREA = 10 10 536 536
export DIE_AREA = 0 0 546 546
==> /design/flow/constraint.sdc <==
current_design select5to1

set clk_period 53.7
set clk_io_pct 0.2

create_clock -name clk0 -period $clk_period

set non_clock_inputs [all_inputs -no_clocks]
set_input_delay [expr $clk_period * $clk_io_pct] -clock clk0 $non_clock_inputs
set_output_delay [expr $clk_period * $clk_io_pct] -clock clk0 [all_outputs]
==> impl_metrics.ini <==
; yosys + openroad results
[outcome]
status = finished, final reports clean

[floorplanning]
die-area_mm2 = 0.298
core-area_mm2 = 0.276
io_pins = 1401
num_rows = 193
die_h_um = 546
initial_utilization = 0.0279
die_x_um = 546

[yosys]
ys_sh_xor = 0
top_cells_by_count = a32oi_1 (233), mux2i_1 (233), nand2_1 (233), o211ai_1 (233), clkbuf_1 (69)
ys_cells = 1089
yosys-stat-area_mm2 = 0.00769
top_cell_area_share = 0.303
ys_sh_adder = 0
aoi_share = 0.493
top_area_cell = mux2i_1
synth.area.top_cells = mux2i_1 (30%), a32oi_1 (27%), o211ai_1 (23%)
yosys_warnings = 0
synthesis.instances = 1089
simple_gate_share = 0.118
ys_sh_mux = 0.303
synth.avg_cell_area_um2 = 7.06
seq_area_frac_synth = 0
ys_top_logic_family = AND-OR/OR-AND gates
synth_cell_types = 10
syn_area_mm2 = 0.00769

[flow_run]
warning_count = 32
max-cap-violations = 0

[sta]
hold_violations = 0
worstMarginPinSlew_ns = 1.11
slew_violations = 0
rsz0062_at_grt = no
fin_ws_ns = 27.73
period_needed_ns = 25.97
setup_viol = 0
period_used_share = 0.484
fin_tns_setup_ns = 0
fmax_mhz = 38.5
slew_headroom = 0.259

[routing]
wl_per_cell_um = 44.1
wirelength_um = 272000
vias_per_cell = 3.07
first_pass_iters = 5
drtIter0Drc = 1713
antenna_left = 0
route.detailed.drc = 0
num_vias = 19000

[finish]
stdcell_count = 6171
area_delta_synth_final_pct = 241
seq_area_um2 = 0
layout-drive-gt1-share = 0.0194
fill_cells = 32100
flop-count = 0
nClkBuffers = 0

[worst_setup_path]
cp_top_family = buffers and inverters
worst_setup_path_start_kind = input pin
cp-end-kind = output pin
crit_buf_inv = 7
crit_path_cell_trace = buf_8 > buf_4 > buf_4 > buf_4 > buf_4 > buf_4 > mux2i_1 > o211ai_1 > clkdlybuf4s50_1
path_max_fanout = 60
cpMaxStageDelayCell = buf_4
critPathCapture = OUT[139]
max_stage_delay_ns = 0.72
cp.depth = 9
worstPathArrival_ns = 15.23
required_ns = 42.96
crit_path_frequent_cell = buf_4
path_class = input pin to output pin
crit_start = SEL[0]

[placed_design]
dpl.hpwl_um = 258000
dpl.cell_count = 6082
io_buffer_count = 1401
gp_congestion = 1.05
dpl_worst_slack_ns = 27.92

[global_routing]
antenna_found_initial = 519
grt_usage = 0.176
grt_max_degree = 61
grt-ovfl-total = 0
grt_pass1_vias = 17000
grt_pass1_wl_um = 313000

[power]
p_leak_nw = 7.85
power_density_mw_per_mm2 = 8.40
irDropWorstVdd_mv = 0.00424

[clocking]
hold_buffers = 0
cts_setup_buffers = 0
cts.repair.resized = 0

[min_path]
min_path_type = input pin to output pin
## routing by layer
metal | vias to the layer above | global-route usage | part of all wire
li1 | 7235 | - | -
met4 | 396 | 0.0201 | 0.023
met2 | 1978 | 0.270 | 0.43
met3 | 796 | 0.117 | 0.15
met1 | 8559 | 0.210 | 0.39
met5 | - | 0 | 0.0095
## worst min-delay path by stage
stage	startpoint	end	slack [ns]	cells after the start
finish	SEL[0]	OUT[12]	22.39	4
global route	SEL[0]	OUT[11]	22.41	4
CTS	SEL[0]	OUT[12]	22.37	4
## cells by family after synthesis
group           after synthesis
buf+inv                     154
mux                         233
compound gates              466
simple gates                236
## layout make-up
cell class | count | area, um^2 | area share
tap | 3705 | 4640 | 0.177
timing repair buffer | 1442 | 14300 | 0.547
antenna | 89 | 223 | 0.00849
multi-input combinational | 935 | 7040 | 0.268
## where the power goes
part,leakage (nW),switching (W),internal (W)
Sequential,0,0,0
Clock,0.000564,0,0.000000000233
Combinational,7.85,0.0000940,0.000126
## stage by stage
step / instance area, um^2 / total power (W) / util / hold WS [ns]
finish: 26200 / 0.000220 / 0.0951 / 22.39
CTS: 26000 / 0.000225 / 0.0943 / 22.37
global route: 26100 / 0.000230 / 0.0945 / 22.41
floorplan: 7690 / 0.0000430 / - / 21.55
detailed placement: 26000 / 0.000223 / 0.0943 / 22.36
global placement: 26000 / 0.000224 / 0.0943 / 22.35
## cell usage in the layout, fill, tap and decap left out
cell / count
clkdlybuf4s50_1: 1399
nor3_4: 1
o211ai_1: 233
diode_2: 89
a32oi_1: 233
buf_8: 2
nand2b_4: 1
mux2i_1: 233
nand2_1: 233
nor2_4: 1
buf_4: 41
Power and IR drop assume default switching activity.
